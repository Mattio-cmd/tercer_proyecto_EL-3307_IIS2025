`/design/flow/run.sh`:
```
#!/bin/bash
# OpenROAD 26Q1-2900-gdf79404cd8, Yosys 0.63+post, stock flow scripts
make -C /OpenROAD-flow-scripts/flow DESIGN_CONFIG=/design/flow/config.mk WORK_HOME=/design/flow/orfs finish
```
`/design/flow/config.mk`:
```
export PLATFORM = sky130hd
export DESIGN_NAME = top
export DESIGN_NICKNAME = top
export VERILOG_FILES = /design/flow/design.v
export SDC_FILE = /design/flow/constraint.sdc
export NUM_CORES = 4
export LEC_CHECK = 1
export CORE_AREA = 10 10 70 70
export DIE_AREA = 0 0 80 80
```
`/design/flow/constraint.sdc`:
```
current_design top

set clk_period 6.8
set clk_io_pct 0.2

create_clock -name clk0 -period $clk_period

set non_clock_inputs [all_inputs -no_clocks]
set_input_delay [expr $clk_period * $clk_io_pct] -clock clk0 $non_clock_inputs
set_output_delay [expr $clk_period * $clk_io_pct] -clock clk0 [all_outputs]
```
`/design/flow/design.v`:
```
module top(
    input  logic [3:0] A,
    input  logic [3:0] B,
    output logic [3:0] Q,
    output logic [3:0] R
);
    divisor #(.N(4)) divisor_ut (
        .A(A),
        .B(B),
        .Q(Q),
        .R(R)
    );
endmodule
module divisor #(
    parameter N = 4
)(
    input  logic [N-1:0] A,    
    input  logic [N-1:0] B,    
    output logic [N-1:0] Q,    
    output logic [N-1:0] R     
);
    logic [N:0] R_prev, R_sig, D;
    integer i;
    always_comb begin
        R_prev = '0;
        Q      = '0;
        for (i = N-1; i >= 0; i=i-1) begin
            R_sig = {R_prev[N-1:0], A[i]};
            D = R_sig - B;
            if (D[N] == 1) begin
                Q[i]   = 0;
                R_prev = R_sig;
            end else begin
                Q[i]   = 1;
                R_prev = D;
            end
        end
        R = R_prev[N-1:0];
    end
endmodule
```
==> impl_metrics.py <==
# Metrics from the implementation run
metrics = {
    "placed_design": {
        "gp_congestion": 0.8264,
        "dp_cells": 198,
        "place_hpwl_um": 1905,
        "placement.io_buffers": 16,
    },
    "final_timing": {
        "drv_slew": 0,
        "period_used_pct": 115.8,
        "fin_ws_ns": -1.076,
        "rsz0062_at_grt": "true",
        "finalSetupViolCount": 5,
        "max_freq_mhz": 127.0,
        "fin_tns_setup_ns": -4.771,
        "period_needed_ns": 7.876,
        "finalHoldViolations": 0,
    },
    "drt": {
        "vias": 886,
        "vias_per_cell": 4.280,
        "wl_um": 2271,
        "wl_per_cell_um": 10.97,
        "drc": 0,
        "drtPass1Iterations": 4,
        "ant_nets": 0,
        "drt_iter0_drc": 11,
        "insertedDiodeCount": 0,
    },
    "final_layout": {
        "layout_top_cells": "42 x buf_4, 11 x inv_1, 10 x ha_1",
        "register_area_sq_um": 0,
        "sequential_cell_total": 0,
        "logic_area_sq_um": 928.4,
        "drive_gt1_share_pct": 57.14,
        "instances_no_fill": 207,
        "clockBufferCount": 0,
        "areaGrowthSynthToFinish_pct": 88.31,
        "nFillCells": 324,
        "final_common_cell": "buf_4",
    },
    "synth": {
        "yosys_area_sq_um": 845.8,
        "syn_area_sq_um": 845.8,
        "top_area_cell": "ha_1",
        "yosys_warnings": 1,
        "avgSynthCellArea_sq_um": 8.631,
        "yosysTopAreaCellShare_pct": 20.71,
        "ys_cells": 98,
        "topCellsByArea": "ha_1 21%, fa_1 7.1%, inv_1 6.7%",
        "syn_inst": 98,
        "ys_types": 39,
        "ys_seq_share_pct": 0,
    },
    "global_routing": {
        "grt_pass1_wl_um": 3939,
        "top_usage_layer": "met2",
        "grt.total_usage_pct": 7.098,
        "use_met1_pct": 9.753,
        "use_met2_pct": 12.52,
        "overflow": 0,
        "grt_start_max_net_pins": 6,
        "antenna_found_initial": 0,
        "grt_pass1_vias": 942,
        "grtUsageMet3_pct": 0.1136,
    },
    "critical_path": {
        "cp.depth": 30,
        "crit_family": "adder cells",
        "crit_fanout": 5,
        "worst_setup_path_start_kind": "primary input",
        "crit_buf_inv": 6,
        "cp_slowest_stage_delay_ns": 0.39,
        "cp.required_ns": 5.44,
        "worstSetupPathType": "primary input to primary output",
        "endpoint": "R[2]",
        "endpoint_kind": "primary output",
        "worstSetupStartpoint": "A[3]",
        "critical_path_arrival_ns": 6.52,
        "worst_path_max_delay_cell": "or3b_4",
    },
    "die": {
        "floorplan.core_util_pct": 24.76,
        "die-area_sq_um": 6400,
        "dieWidth_um": 80,
        "row_count": 21,
        "chipHeight_um": 80,
        "pin_count": 16,
        "fp.coreArea_sq_um": 3416,
    },
    "hold_path": {
        "hold_class": "primary input to primary output",
        "whs_path_depth": 5,
    },
    "flow_run": {
        "warning_count": 35,
        "cap_violations": 0,
    },
    "run_status": {
        "outcome": "finished with violations",
        "violations": "setup timing",
    },
    "power": {
        "p_leak_nw": 0.7725,
        "ir_worst_vdd_uv": 120.0,
        "power.density_nw_per_um2": 206.3,
        "total_power_uw": 328.6,
    },
    "clock_network": {
        "hold_buffers": 0,
    },
}
cells in the mapped netlist (2+ instances only):
cell type	number
inv_1	15
nand2b_1	2
nor2_1	3
xnor2_1	5
a21oi_1	3
nand2_1	4
o21ai_0	6
nor2b_1	4
a211oi_2	2
a21o_1	2
mux2i_1	3
nand3b_1	2
nand3_1	2
fa_1	3
mux2_2	2
ha_1	14
or3_1	2
mux2_4	3
per-layer routing:
layer | vias to the layer above | share of wire (%)
met1 | 407 | 50
met3 | 0 | 1.1
met5 | - | 0
met4 | 0 | 0
li1 | 470 | -
met2 | 9 | 49
layout make-up:
type                            count  area share, %
Tap cell                           46          3.614
Multi-Input combinational cell     82          58.29
Timing Repair Buffer               63          33.23
Inverter                           16          4.870
what timing repair did:
| item | CTS | global route |
|---|---|---|
| gates resized | 37 | 18 |
| pin swaps | 16 | 16 |
| buffers inserted | 6 | 4 |
| endpoints found under the setup margin | 6 | 6 |
worst min path at each step:
stage         startpoint    to  slack (ns)
CTS                 B[0]  R[0]        3.26
global route        B[0]  R[0]        3.25
finish              B[0]  R[0]        3.19
metrics by stage:
| step | setup slack, ns | area [sq um] | hold slack [ns] | util (%) |
|---|---|---|---|---|
| after floorplan | -0.8420 | 910.9 | 2.809 | - |
| after global placement | -1.931 | 1414 | 3.658 | 41.39 |
| after detailed placement | -1.983 | 1414 | 3.670 | 41.39 |
| after CTS | -1.212 | 1494 | 3.262 | 43.74 |
| after global routing | -1.292 | 1593 | 3.250 | 46.63 |
| final | -1.076 | 1593 | 3.186 | 46.63 |
where the power goes:
group | switching (mW) | internal (mW)
sequential | 0 | 0
clock | 0 | 0
combinational | 0.122 | 0.206
logic make-up after synthesis:
group | after synthesis | synth area share, %
simple gates | 27 | 19.38
compound gates | 22 | 23.67
fa+ha+maj | 17 | 27.81
buf+inv | 16 | 7.692
mux | 8 | 11.54
xor+xnor | 7 | 9.468
other cells | 1 | 0.4434
No activity file was given, so power comes from the tool's default toggle rates.
