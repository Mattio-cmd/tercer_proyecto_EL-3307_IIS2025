File: /design/flow/config.mk
export PLATFORM = sky130hd
export DESIGN_NAME = divisor_secuencial
export DESIGN_NICKNAME = divisor_secuencial
export VERILOG_FILES = /design/flow/design.v
export SDC_FILE = /design/flow/constraint.sdc
export NUM_CORES = 4
export LEC_CHECK = 1
export CORE_UTILIZATION = 50
File: /design/flow/constraint.sdc
current_design divisor_secuencial

set clk_period 5.5
set clk_io_pct 0.2

create_clock -name clk0 -period $clk_period [get_ports {clk}]

set non_clock_inputs [all_inputs -no_clocks]
set_input_delay [expr $clk_period * $clk_io_pct] -clock clk0 $non_clock_inputs
set_output_delay [expr $clk_period * $clk_io_pct] -clock clk0 [all_outputs]
File: /design/flow/design.v
module divisor_secuencial #(
    parameter N = 8
) (
    input  logic             clk,
    input  logic             rst,
    input  logic             valid,
    input  logic [N-1:0]     A,
    input  logic [N-1:0]     B,
    output logic [N-1:0]     Q,
    output logic [N-1:0]     R,
    output logic             done,
    output logic             error
);
    logic [N-1:0]   divisor_reg;
    logic [2*N-1:0] acumulador;   
    logic [N:0]     contador;
    logic           div_by_zero;
    typedef enum logic [1:0] {IDLE, SHIFT, SUB, DONE_STATE} state_t;
    state_t state, next_state;
    assign div_by_zero = (B == '0);
    assign Q     = acumulador[N-1:0];
    assign R     = acumulador[2*N-1:N];
    assign done  = (state == DONE_STATE);
    assign error = div_by_zero && done;
    always_comb begin
        next_state = state;
        case (state)
            IDLE:       if (valid)               next_state = div_by_zero ? DONE_STATE : SHIFT;
            SHIFT:                                 next_state = SUB;
            SUB:        if (contador == N)       next_state = DONE_STATE;
                        else                     next_state = SHIFT;
            DONE_STATE:                            next_state = IDLE;
            default:                               next_state = IDLE;
        endcase
    end
    always_ff @(posedge clk or posedge rst) begin
        if (rst) begin
            state       <= IDLE;
            acumulador  <= '0;
            divisor_reg <= '0;
            contador    <= '0;
        end else begin
            state <= next_state;
            if (state == IDLE && valid && !div_by_zero) begin
                acumulador  <= { {N{1'b0}}, A };    
                divisor_reg <= B;
                contador    <= '0;
            end
            else if (state == SHIFT) begin
                acumulador <= acumulador << 1;
                contador   <= contador + 1;
            end
            else if (state == SUB) begin
                if (acumulador[2*N-1:N] >= divisor_reg) begin
                    acumulador[2*N-1:N] <= acumulador[2*N-1:N] - divisor_reg;
                    acumulador[0]       <= 1'b1;
                end else begin
                    acumulador[0] <= 1'b0;
                end
            end
        end
    end
endmodule
File: /design/flow/run.sh
#!/bin/bash
# OpenROAD 26Q1-2900-gdf79404cd8, Yosys 0.63+post, stock flow scripts
make -C /OpenROAD-flow-scripts/flow DESIGN_CONFIG=/design/flow/config.mk WORK_HOME=/design/flow/orfs finish
==> reports/metrics.cfg <==
[setup_path]
regToRegEndpoint=acumulador[8]
worstPathRequired_ns=4.40
critical_path_arrival_ns=2.70
critical-path-top-cell-by-count=clkdlybuf4s50_1
cp_slowest_stage_delay_ns=0.46
reg2reg_from=acumulador[8]
startpoint_type=input port
critPathCaptureType=output port
worst-setup-path-type=in2out
critPathSlowestCell=clkdlybuf4s50_1
worst_setup_path_endpoint=error
timing_startpoint_of_the_critical_path=B[2]
regToRegSetupSlack_ns=3.19
cells_traversed_along_the_worst_timing_path=clkdlybuf4s50_1 -> nor4_4 -> and3_1 -> clkdlybuf4s50_1
timing.critical_path.fanout_max=3
reg2reg_depth=8

[timing]
timing_max_transition_violations_final=0
slew_headroom=0.610
setup_tns_ns=0
grt_setup_unrepaired=no
achievable-frequency_ghz=0.263
timing_hold_violations_final=0
setup_violations=0
tightest_slew_ns=0.585
min_period_over_period=0.691
finalCriticalPeriod_ns=3.80
timing.clock.skew_ns=0.00275
fin_hold_ws_ns=0.482

[route]
routed-via-count=1750
diodes=0
detail_route.vias_per_cell=5.49
drt-pass1-iter-count=4
avgRoutedWirePerCell_um=13.7
drt_drc_violations_left=0
dr.first_iter.drc_count=136
route.antenna.remaining_nets=0
totalWireLength_mm=4.38

[synthesis]
syn-cell-area_um2=2180
flop_cell=dfrtp_1
postSynthCellCount=232
synthDominantCellAreaShare=0.413
synth.area.top_cells=dfrtp_1, ha_1, nand2_1, mux2i_1, nor2_1
ys.warnings.count=1
netlist.top_cell.by_area=dfrtp_1
ys_cells=232
yosys_register_bits=37
synth-async-reset-ratio=1.00
synth_sequential_area_ratio=0.425
synth-edff-count=0
yosys.cell_types.count=54
yosysChipArea_um2=2180
syn_area_per_cell_um2=9.40

[clock_network]
cts.root.buffer_cell=clkbuf_8
cts_inserted_buffers=5
clock-sinks=37
clock_pin_slew_worst_setup_and_hold_paths_ns=0.07
cts.repair.resized=0
cts_tree=done
h-tree-depth=2
clkLatencyLatePin_ns=0.29
max-clock-path-buffers=2
cts.repair_timing.setup_buffer_count=0
cts_hold_buf=0

[floorplan]
fp.coreArea_um2=4090
io_pins=37
overall_die_height_um=68.0
die_span_in_x_um=68.0
row_count=23
fp.dieArea_um2=4630
floorplan.core_util=0.534

[power_and_ir_drop]
power.combinational.fraction=0.552
p_leak_nw=1.19
peakVddDrop_mv=0.322
power.net_switching_mw=0.632
p_per_area_nw_per_um2=583
p_clk_frac=0.118
power.internal_mw=0.925
netSwitchingFraction=0.406
power.share.sequential=0.329

[global_routing]
grt_remaining_overflow=0
grt_max_degree=43
globalRouteMet2Util=0.342
grt.met1_usage=0.335
grtUsageMet3=0.0490
combined_global_route_utilization_of_all_metal_layers=0.219
initial_antenna_violation_count=0
busiest_layer=met2
first_pass_grt_wire_length_mm=7.37
grt_pass1_vias=1639

[layout]
ff_latch_area_um2=927
logic_area_um2=1140
fillerInstances=349
layout-area-overhead-vs-synth_pct=22.4
share_of_final_layout_standard_cells_stronger_than_drive_strength_1=0.0967
largest_register_ffs=16

[placed_design]
post-dp-hpwl_mm=3.04
gp_routability_congestion=0.864
portBuffers=36

[flow_run]
max_cap_violations=0
log.warning_count=27

[outcome]
outcome=completed

[hold_path]
min-delay-path-class=reg2reg

[stage by stage]
step                 util  instance area [um^2]  cells  setup slack [ns]  power (mW)
floorplan               -                  2180    232              2.85        1.12
CTS                 0.653                  2670    319              1.70        1.57
finish              0.653                  2670    319              1.70        1.56
global placement    0.632                  2580    311              1.73        1.37
detailed placement  0.632                  2580    311              1.70        1.37
global route        0.653                  2670    319              1.65        1.71
[per-layer routing]
metal	vias to the layer above	routed length (um)
met3	6	181
li1	887	-
met1	818	2170
met2	39	1970
met4	0	55
met5	-	0
[cell usage in the layout (no fill, tap or decap), types with 3 or more instances in the layout]
cell type / synthesis / layout
xor2_1: 9 / 9
a21oi_1: 9 / 9
buf_4: 0 / 3
clkbuf_8: 0 / 5
a21o_1: 3 / 3
clkdlybuf4s50_1: 0 / 36
ha_1: 10 / 10
nand2_1: 26 / 26
nand4_1: 5 / 5
and3_1: 6 / 6
dfrtp_1: 36 / 36
inv_1: 17 / 17
nor2_1: 21 / 21
o21ai_1: 7 / 7
o21ai_0: 11 / 11
nor3_1: 3 / 3
mux2i_1: 9 / 9
o31a_1: 3 / 3
[cell type report]
cell class / count / share of cell area
tap: 50 / 0.0234
inverter: 19 / 0.0267
multi-input combinational: 166 / 0.427
sequential: 37 / 0.347
clock inverter: 3 / 0.00656
clock buffer: 5 / 0.0258
timing repair buffer: 39 / 0.143
[power by group through the flow]
stage	combinational, mW	sequential, mW	clock [mW]
global route	0.978	0.534	0.203
finish	0.860	0.513	0.184
CTS	0.863	0.515	0.194
[synth_stat cells, drive strengths merged, types with 3 or more instances]
cell type and number:
nor3 3, a211oi 3, nor4 4, o21ai 19, dfrtp 36, clkbuf 4, inv 19, a21o 3
mux2i 9, and3 7, buf 6, nand2 27, nor2 21, a21oi 11, ha 10, xor2 9
o31a 3, nand4 5
[worst min path at each step]
stage | startpoint | to | slack, ns | cells past startpoint
global route | state[3] | state[0] | 0.52 | 1
finish | state[3] | state[0] | 0.48 | 1
CTS | state[3] | state[0] | 0.49 | 1
[worst max-delay path, delay by kind of cell]
kind	cells	cell delay, ns
buf+inv	2	0.92
simple gates	2	0.68
[cells by family after synthesis]
| group | synth area share |
|---|---|
| and+or+nand+nor | 0.194 |
| AOI/OAI and AO/OA | 0.168 |
| xor gates and xnor gates | 0.0442 |
| buffers and inverters | 0.0556 |
| adders and majority gates | 0.0666 |
| muxes | 0.0465 |
| DFF | 0.425 |
No activity file was given, so power comes from the tool's default toggle rates.
